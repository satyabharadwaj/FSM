$ cat /design/flow/config.mk
export PLATFORM = sky130hd
export DESIGN_NAME = Fsm
export DESIGN_NICKNAME = Fsm
export VERILOG_FILES = /design/flow/design.v
export SDC_FILE = /design/flow/constraint.sdc
export NUM_CORES = 4
export LEC_CHECK = 1
export CORE_AREA = 10 10 70 70
export DIE_AREA = 0 0 80 80
$ cat /design/flow/constraint.sdc
current_design Fsm

set clk_period 2.1
set clk_io_pct 0.2

create_clock -name clk0 -period $clk_period [get_ports {clk}]

set non_clock_inputs [all_inputs -no_clocks]
set_input_delay [expr $clk_period * $clk_io_pct] -clock clk0 $non_clock_inputs
set_output_delay [expr $clk_period * $clk_io_pct] -clock clk0 [all_outputs]
$ cat /design/flow/design.v
module Fsm(
  input wire clk,
  input wire reset,
  input wire speed,
  input wire obstacle,
  output reg accelerate,
  output reg brake
);
  localparam [2:0] INITIAL_STATE = 3'b000;
  localparam [2:0] START = 3'b001;
  localparam [2:0] DRIVE_MODE = 3'b010;
  localparam [2:0] REVERSE_MODE = 3'b011;
  localparam [2:0] MOTION_MODE = 3'b100;
  localparam [2:0] PARKING_STATE = 3'b101;
  localparam [2:0] EMERGENCY_STATE = 3'b110;
  reg [2:0] current_state;
  reg [2:0] next_state;
  always @(posedge clk or posedge reset) begin
    if (reset)
      current_state <= INITIAL_STATE;
    else
      current_state <= next_state;
  end
  always @* begin
    case (current_state)
      INITIAL_STATE:
        begin
          accelerate = 1'b0;
          brake = 1'b0;
        end
      START:
        begin
          accelerate = 1'b0;
          brake = 1'b0;
        end
      DRIVE_MODE:
        begin
          accelerate = 1'b1;
          brake = 1'b0;
        end
      REVERSE_MODE:
        begin
          accelerate = 1'b0;
          brake = 1'b1;
        end
      MOTION_MODE:
        begin
          accelerate = 1'b1;
          brake = 1'b0;
        end
      PARKING_STATE:
        begin
          accelerate = 1'b0;
          brake = 1'b0;
        end
      EMERGENCY_STATE:
        begin
          accelerate = 1'b0;
          brake = 1'b1;
        end
      default:
        begin
          accelerate = 1'b0;
          brake = 1'b0;
        end
    endcase
  end
  always @* begin
    case (current_state)
      INITIAL_STATE:
        begin
          if (speed > 0)
            next_state = START;
          else
            next_state = INITIAL_STATE;
        end
      START:
        begin
          if (speed >= 10)
            next_state = DRIVE_MODE;
          else if (obstacle)
            next_state = EMERGENCY_STATE;
          else
            next_state = START;
        end
      DRIVE_MODE:
        begin
          if (obstacle)
            next_state = EMERGENCY_STATE;
          else if (speed < 10)
            next_state = DRIVE_MODE;
          else if (speed >= 30)
            next_state = MOTION_MODE;
          else if (!obstacle && speed < 30)
            next_state = DRIVE_MODE;
          else
            next_state = DRIVE_MODE;
        end
      REVERSE_MODE:
        begin
          if (obstacle)
            next_state = EMERGENCY_STATE;
          else if (!obstacle && speed == 0)
            next_state = PARKING_STATE;
          else if (speed > 0)
            next_state = REVERSE_MODE;
          else
            next_state = REVERSE_MODE;
        end
      MOTION_MODE:
        begin
          if (obstacle)
            next_state = EMERGENCY_STATE;
          else if (speed == 0)
            next_state = PARKING_STATE;
          else if (speed < 30)
            next_state = MOTION_MODE;
          else
            next_state = MOTION_MODE;
        end
      PARKING_STATE:
        begin
          if (obstacle)
            next_state = EMERGENCY_STATE;
          else if (!obstacle && speed > 0)
            next_state = PARKING_STATE;
          else
            next_state = PARKING_STATE;
        end
      EMERGENCY_STATE:
        begin
          if (!obstacle)
            next_state = INITIAL_STATE;
          else
            next_state = EMERGENCY_STATE;
        end
      default:
        next_state = INITIAL_STATE;
    endcase
  end
endmodule
$ cat /design/flow/run.sh
#!/bin/bash
# OpenROAD 26Q1-2900-gdf79404cd8, Yosys 0.63+post, stock flow scripts
make -C /OpenROAD-flow-scripts/flow DESIGN_CONFIG=/design/flow/config.mk WORK_HOME=/design/flow/orfs finish
==> flow_metrics.env <==
# implementation run metrics
export IMPL_status="completed"
export IMPL_fin_skew_ns=0.00345
export IMPL_finalCriticalPeriod_ns=1.74
export IMPL_crit_fanout=3
export IMPL_rows=21
export IMPL_initCoreUtil_pct=7.99
export IMPL_crit_chain="or2_1 -> clkdlybuf4s50_1"
export IMPL_syn_to_final_growth_pct=49.1
export IMPL_cts_sinks=7
export IMPL_synth_most_common_cell="dfrtp_1"
export IMPL_synthTopCellsByArea="dfrtp_1, dfstp_2, inv_1"
export IMPL_critPathKind="reg2out"
export IMPL_cts_tree="built"
export IMPL_synth_distinct_cells=13
export IMPL_hpwl_um=394
export IMPL_rsz0062_at_grt="false"
export IMPL_tns_ns=0
export IMPL_drcViolationCount=0
export IMPL_antennaDiodeCount=0
export IMPL_globalRouteTotalUtil_pct=1.49
export IMPL_relSlewSlack_pct=82.9
export IMPL_worst_setup_path_end_kind="output pin"
export IMPL_cts_root_buf="clkbuf_4"
export IMPL_pin_count=6
export IMPL_yosysWarnings=1
export IMPL_drt_wl_total_um=495
export IMPL_tool_warnings=25
export IMPL_wl_per_cell_um=6.35
export IMPL_dieArea_mm2=0.00640
export IMPL_path_delay_family="buffers and inverters"
export IMPL_leakage_nw=0.178
export IMPL_cts_buffers=3
export IMPL_grt_pass1_wl_um=786
export IMPL_htreeDepth=1
export IMPL_synth_seq_share_pct=64.7
export IMPL_total_power_uw=294
export IMPL_async_flop_share_pct=100
export IMPL_dr_pass1_iters=2
export IMPL_finalHoldViolCount=0
export IMPL_hp_class="in2async"
export IMPL_grt_pass1_vias=195
export IMPL_regMostFlops="current_state"
export IMPL_top_cells_by_count="dfrtp_1, inv_1, and3b_1"
export IMPL_ys_cells=23
export IMPL_clkTransAtPathRegs_ns=0.05
export IMPL_cts_hold_buf=0
export IMPL_gp_congestion=0.739
export IMPL_r2r_start="current_state[1]"
export IMPL_final_core_util_pct=11.9
export IMPL_dr_total_vias=186
export IMPL_regToRegEndpoint="current_state[3]"
export IMPL_grt_overflow_total=0
export IMPL_reg_top3="current_state: 7 flops"
export IMPL_antenna_found_initial=0
export IMPL_powerDensity_mw_per_mm2=723
export IMPL_setup_viol=0
export IMPL_rr_worst_depth=2
export IMPL_netlist_instances=23
export IMPL_cts_buffer_depth=2
export IMPL_post_synth_top_area_cell="dfrtp_1"
export IMPL_edf_count=0
export IMPL_grt_max_degree=8
export IMPL_drt_iter0_markers=4
export IMPL_netlist_area_um2=273
export IMPL_maxCapViolCount=0
export IMPL_start_kind="register"
export IMPL_syn_area_per_cell_um2=11.9
export IMPL_die_w_um=80
export IMPL_synth_seq_cells=7
export IMPL_place_inst=74
export IMPL_vias_per_cell=2.38
export IMPL_drtAntennaViolNets=0
export IMPL_cpPeakStageDelay_ns=0.43
export IMPL_die_h_um=80
export IMPL_post_cts_buffers=0
export IMPL_port_buffer_count=5
export IMPL_finalClockPeriodUsage_pct=82.7
export IMPL_path_buffers=1
export IMPL_ir_drop_mv=0.295
export IMPL_largest_reg_flops=7
export IMPL_final_max_slew_violation_count=0
export IMPL_worstPathArrival_ns=1.32
export IMPL_ff_type="dfrtp_1"
export IMPL_fmax_mhz=576
export IMPL_r2r_setup_slack_ns=1.01
export IMPL_stdcell_count=78
export IMPL_cts_resized=0
export IMPL_crit_path_top_delay_cell="clkdlybuf4s50_1"
export IMPL_core_area_mm2=0.00342
export IMPL_post_route_cells_drive_above_1_share_pct=15.6
export IMPL_critical_path_required_ns=1.68
export IMPL_worst_pin_slew_ns=0.256
export IMPL_synth_top_cell_area_share_pct=55.0
export IMPL_ys_area_um2=273
export IMPL_insertion_delay_ns=0.25
-- worst max path at each step --
stage                     from  endpoint  cells after the start
finish        current_state[6]     brake                      2
CTS           current_state[6]     brake                      2
global route  current_state[6]     brake                      2
-- cell families after synthesis --
logic type             after synthesis  share of synthesized area [%]
buffers and inverters                5                           6.88
AND-OR/OR-AND                        5                           12.8
AND/OR/NAND/NOR                      6                           15.6
flip-flops                           7                           64.7
-- metal layers --
metal / up-vias / track usage, % / share of wire, %
li1: 93 / - / -
met1: 88 / 1.75 / 49
met2: 5 / 2.17 / 44
met3: 0 / 0.795 / 6.7
met4: 0 / 0.704 / 0
met5: - / 0 / 0
-- cells in the final DEF (no fill, tap or decap) --
| cell | count |
|---|---|
| dfrtp_1 | 6 |
| inv_1 | 5 |
| clkdlybuf4s50_1 | 5 |
| clkbuf_4 | 3 |
| and3b_1 | 2 |
| o22ai_1 | 1 |
| or2_4 | 1 |
| or2_1 | 1 |
| o41a_1 | 1 |
| nand2_1 | 1 |
| o21ai_1 | 1 |
| o21bai_1 | 1 |
| a21oi_1 | 1 |
| nor2b_1 | 1 |
| clkbuf_1 | 1 |
| dfstp_2 | 1 |
-- through the flow --
step | instance area, um2 | hold WS (ns) | worst slack [ns]
2_1_floorplan | 273 | 0.223 | 1.04
3_3_place_gp | 380 | 0.469 | 0.605
3_5_place_dp | 380 | 0.469 | 0.606
4_1_cts | 407 | 0.394 | 0.333
5_1_grt | 407 | 0.411 | 0.313
6_report | 407 | 0.392 | 0.363
-- area by class of cell --
cell class | count | area (um2)
fillers | 398 | 3010
flip-flops and latches | 7 | 176
multi-input cells | 11 | 77.6
well taps | 46 | 57.6
repair buffers | 5 | 50.0
clock buffers | 4 | 26.3
inverters | 5 | 18.8
-- where the power goes --
group	switching [mW]	total, mW	internal [mW]
Sequential	0.00397	0.148	0.144
Clock	0.0474	0.120	0.0724
Combinational	0.0109	0.0260	0.0151
Power figures rest on the tool's default switching activity, not on a simulated workload.
